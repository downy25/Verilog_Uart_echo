[flow/constraint.sdc]
current_design uart_tx

set clk_period 3.1
set clk_io_pct 0.2

create_clock -name clk0 -period $clk_period [get_ports {clk}]

set non_clock_inputs [all_inputs -no_clocks]
set_input_delay [expr $clk_period * $clk_io_pct] -clock clk0 $non_clock_inputs
set_output_delay [expr $clk_period * $clk_io_pct] -clock clk0 [all_outputs]
[flow/config.mk]
export PLATFORM = sky130hd
export DESIGN_NAME = uart_tx
export DESIGN_NICKNAME = uart_tx
export VERILOG_FILES = /design/flow/design.v
export SDC_FILE = /design/flow/constraint.sdc
export NUM_CORES = 4
export LEC_CHECK = 1
export CORE_UTILIZATION = 30
[flow/run.sh]
#!/bin/bash
# OpenROAD 26Q1-2900-gdf79404cd8, Yosys 0.63+post, stock flow scripts
make -C /OpenROAD-flow-scripts/flow DESIGN_CONFIG=/design/flow/config.mk WORK_HOME=/design/flow/orfs finish
[flow/design.v]
module uart_tx(clk, rst, tx, data, data_rdy);
	input clk;    
	input rst;  
    input [7:0] data;
    input data_rdy;
	output tx;
	parameter CLK_FREQ = 125000000;   
	parameter BAUD_RATE = 230400;  
	parameter BIT_TIME = CLK_FREQ / BAUD_RATE;
	reg tx = 1;
	reg [15:0] clk_count = 0;
	reg [3:0] bit_index = 0;
	reg [7:0] tx_buffer = 0;
	reg tx_ing = 0;
	always @(posedge clk or posedge rst) begin   
		if(rst)begin
			tx <= 1'b1;
			clk_count = 0;
			bit_index = 0;
			tx_ing = 0;
		end
		else if(!tx_ing && data_rdy) begin   
			tx_ing <= 1;
			tx <= 0;
            tx_buffer <= data;
			bit_index <= 0;
		end	
		else if(tx_ing) begin
			if(clk_count < BIT_TIME-1)begin
				clk_count <= clk_count +1;
			end
			else begin
				clk_count <= 0;
				if(bit_index < 8) begin
					tx <= tx_buffer[bit_index];
					bit_index <= bit_index + 1;
				end
				else if (bit_index == 8) begin
					tx <= 1;  
					bit_index <= bit_index + 1;
				end
				else begin
					tx_ing <= 0;
					tx <= 1;
				end
			end
		end
	end
endmodule
==> summary.txt <==
impl run done, here's what came out: most frequent cell after synthesis=dfrtp_1, cts hold-fix bufs=0, htree depth=2, DP Cell Count=~210, stages on the worst setup path=6, total internal power=about 580 uW, syn avg cell area=~11 um2, Logic pwr share=0.026, largest net degree at the start of global routing=23, Area Growth Syn to Fin=18.37%, Final Max Slew Viols=0, #FFs+latches synth=30, Fin Setup TNS=0 ns, Final ANT Viol Nets=0, Routed WL=between 2000 and 3000 um, Power Density=408.0 mW/mm2, Buffers on Ports=11, outcome=finished clean, fin cells=216, Clk pin slew, worst setup/hold paths=0.06 ns, Late-Pin Clk Latency=roughly 0.27 ns, initial antenna violation count=0, xor/xnor cell area share of the yosys netlist=0.02381, # IOs=12, Clk network pwr share=0.402, Setup-failing EPs final=0, Post-synth top cells=dfrtp_1, nor2_1, inv_1, Sink Count=30, Leak Pwr=slightly below 0.8 nW, CP max FO=10, biggest area cells=dfrtp_1, edfxtp_1, mux2i_1, Resized cells post-CTS=0, NetSw=about 130 uW, vias in the first global route=about 1000, crit share post-route=0.6529, final worst path period need=between 2 and 2.5 ns, Critical path destination=clk_count[11]$_DFFE_PP0P_, CP Data Arrival Time=between 2 and 2.5 ns, Buf+Inv Stages, Crit Path=1, CP max stage delay=between 0.4 and 0.5 ns, Post-route DRC=0, clock tree buffer depth=2, WL per Instance=around 12 um, HP Class=flop to flop, crit path kind=flop to flop, flip-flops with a built-in enable=8, Synth Instances=between 100 and 150, Top FF cell, synth=dfrtp_1, share of flip-flops with an asynchronous set or reset=0.7333, Dominant cell area share=0.3571, Fin. Hold Viols=0, core area=between 0.004 and 0.005 mm2, # Cells Yosys=approximately 130, Layout Utilization=0.3687, clock skew=0.002766 ns, CTS tree=yes, mapped cell area=~0.0015 mm2, total of max-cap violations=0, Worst Setup End Kind=flop, sw frac=0.1891, post-route setup slack=about 1.1 ns, OpenROAD warnings=27, Num CTS Buffers=5, aoi share=0.1165, MUX share of area=0.07143, RSZ-0062 raised after global routing=false, Via density=roughly 4.8, yosys simple share=0.1803, crit path cell chain=inv_1 -> ha_1 -> and4b_1 -> o41ai_2 -> a21oi_1 -> nor2_1, DP HPWL=between 1500 and 2000 um, Post-Place Setup Slack=between 0.9 and 1 ns, Vias=between 1000 and 1500, critical path launch point type=flop, postcts setup bufs=0, area leader, netlist=dfrtp_1, Crit Reg-Reg Startpoint=clk_count[0]$_DFFE_PP0P_, DRT iter0 DRCs=roughly 63, Antenna diodes=0, adder-cell area share of the yosys netlist=0.03401, Worst Reg-to-Reg Cells=6, Die Area=roughly 0.0052 mm2, share of power burned in registers=0.572, YS chip area=~0.0015 mm2, maximum vdd drop=0.2313 mV, grt total ovfl=0, yosys warning tally=1, 1st-pass router iterations=4, f_max=approximately 490 MHz, Core Util at FP=0.3115, Top Family by Delay on Critical Path=AND-OR/OR-AND gates, Worst slew margin=0.4576, actual slew at the worst max-slew pin=around 0.81 ns, sequential area share after synthesis=0.5383, GP Congestion=between 0.7 and 0.8, aggregate global-route resource usage=0.1131, Row Count=25, share of cells above drive strength 1=0.1141, Die Y=72.04 um, Crit-path slowest cell=o41ai_2, Root Driver=clkbuf_8, CP startpoint=clk_count[0]$_DFFE_PP0P_, first-pass GRT wire length=between 4000 and 5000 um, Chip Width=around 72 um, Cell Type Count=36, FF-to-FF setup slack=between 1 and 1.5 ns, worst reg2reg endpoint=clk_count[11]$_DFFE_PP0P_, Crit path required time=roughly 3.3 ns, Main logic family=simple AND/OR/NAND/NOR gates
==> power groups by stage <==
stage,sequential [mW],clock (mW),combinational [mW]
4_1_cts,0.406,0.299,0.0193
5_1_grt,0.406,0.322,0.0208
6_report,0.406,0.286,0.0186
==> routing by layer <==
layer | routed length (um) | part of all wire | up-vias | global-route usage
met5 | 0 | 0 | - | 0
met4 | 74 | 0.029 | 0 | 0.02614
met3 | 127 | 0.051 | 8 | 0.02817
met2 | 1137 | 0.45 | 29 | 0.1709
met1 | 1174 | 0.47 | 485 | 0.1719
li1 | - | - | 506 | -
==> worst min-delay path by stage <==
stage               from              to  slack [ns]  cells past startpoint
6_report  tx$_DFFE_PP1P_  tx$_DFFE_PP1P_        0.49                      2
5_1_grt   tx$_DFFE_PP1P_  tx$_DFFE_PP1P_        0.51                      2
4_1_cts   tx$_DFFE_PP1P_  tx$_DFFE_PP1P_        0.50                      2
==> registers in the layout (all words and copies together) (netlist names) <==
signal     cells
clk_count     16
tx_buffer      8
bit_index      4
tx             1
tx_ing         1
==> stage by stage <==
stage / hold slack [ns] / instance area [um2] / power, mW
6_report: 0.4922 / 1742 / 0.7107
5_1_grt: 0.5132 / 1742 / 0.7482
4_1_cts: 0.5026 / 1742 / 0.7248
3_5_place_dp: 0.4941 / 1662 / 0.4329
3_3_place_gp: 0.4954 / 1662 / 0.4325
2_1_floorplan: 0.4453 / 1471 / 0.4182
==> logic make-up (layout without fill, tap and decap cells) <==
group	after synthesis	after routing
DFF	30	30
xor gates and xnor gates	4	4
AOI/OAI and AO/OA	23	23
buffers and inverters	14	32
muxes	8	8
and+or+nand+nor	48	48
adders and majority gates	4	4
==> tightest hold or removal path, stage by stage (launching register included) <==
cell and delay [ns]:
dfstp_2 0.38, nand2_1 0.05, mux2i_1 0.06
==> layout make-up <==
cell class	instances	area [um2]
Fill cell	455	2982
Sequential cell	30	792.0
Multi-Input combinational cell	87	626.9
Timing Repair Buffer	11	110.1
Tap cell	67	83.83
Clock buffer	8	80.08
Inverter	13	48.80
==> cells in the final DEF, fill, tap and decap left out, types with 2 or more instances in the layout <==
cell	instances
nand3_1	4
a41oi_1	2
clkbuf_8	5
mux2i_1	6
nand2_1	10
nor4_1	2
nand2b_1	3
ha_1	4
edfxtp_1	8
mux4_2	2
clkbuf_1	3
nor2_1	14
inv_1	13
nand4_1	4
o21ai_0	3
a21oi_1	4
nor3_1	4
xnor2_1	4
clkdlybuf4s50_1	11
dfrtp_1	21
a31oi_1	4
o21ai_2	2
Power and IR drop assume default switching activity.
